<file path="flow/design.v">
module instruction_memory #(parameter N=32,parameter M=256)
(input [N-1:0]address,input clk,output [N-1:0]instruction);
reg [N-1:0] mem[M-1:0];
reg [N-1:0]ins1=0;
initial begin
mem[0]=32'b00000000001000001000000110110011;  
mem[1]=32'b01000000001000001000001000110011;  
mem[2]=32'b0000000000100000111001010110011;  
mem[3]=32'b00000000001000001110001100110011;  
mem[4]=32'b00000000010000000100010000000011;  
mem[5]=32'b00000000100100000000001000100011;  
mem[6]=32'b00000000001000001000011000110011;  
mem[7]=32'b0000000000100000100011010110011;  
end
always@(*)begin
ins1=mem[address];
end
assign instruction=ins1;
endmodule
</file>
<file path="flow/run.sh">
#!/bin/bash
# OpenROAD 26Q1-2900-gdf79404cd8, Yosys 0.63+post, stock flow scripts
make -C /OpenROAD-flow-scripts/flow DESIGN_CONFIG=/design/flow/config.mk WORK_HOME=/design/flow/orfs finish
</file>
<file path="flow/config.mk">
export PLATFORM = sky130hd
export DESIGN_NAME = instruction_memory
export DESIGN_NICKNAME = instruction_memory
export VERILOG_FILES = /design/flow/design.v
export SDC_FILE = /design/flow/constraint.sdc
export NUM_CORES = 4
export LEC_CHECK = 1
export CORE_AREA = 10 10 70 70
export DIE_AREA = 0 0 80 80
export SYNTH_MEMORY_MAX_BITS = 65536
</file>
<file path="flow/constraint.sdc">
current_design instruction_memory

set clk_period 1.0
set clk_io_pct 0.2

create_clock -name clk0 -period $clk_period

set non_clock_inputs [all_inputs -no_clocks]
set_input_delay [expr $clk_period * $clk_io_pct] -clock clk0 $non_clock_inputs
set_output_delay [expr $clk_period * $clk_io_pct] -clock clk0 [all_outputs]
</file>
==> ci_impl_report.md <==
### Yosys + OpenROAD results

| Metric | Value |
|---|---|
| Max cap viols | 0 |
| Cell with the most instances after synthesis | sky130_fd_sc_hd__buf_4 |
| Total cell area reported by yosys after synthesis | ~330 sq um |
| Buffer-and-inverter tally for the worst setup path | 4 |
| Yosys cell count | roughly 45 |
| Slowest library cell on the worst path | sky130_fd_sc_hd__and2b_2 |
| Hold Path Origin | address[2] |
| Combinational share of power | 100.0% |
| Fraction of final layout cells with drive strength greater than 1 | about 63% |
| Seq share, synth | 0% |
| Highest net fanout along the worst path | 3 |
| Fill cell instance count of the final layout | ~380 |
| CP endpoint kind | primary output |
| Vias after detailed routing | 312 |
| Data arrival time of the worst path | 0.96 ns |
| Top Ports | around 65 |
| Number of iterations in the first detailed-routing pass | 2 |
| Avg Inst Size Synth | ~7.4 sq um |
| NetSw | ~79 uW |
| Critical path class | in -> out |
| Storage cell area | 0 sq um |
| Via/cell ratio | approximately 2.6 |
| Post-Syn Area | 334 sq um |
| Worst setup SP type | input pin |
| Count of warning messages emitted by the tools | 69 |
| Hold buffer count at cts | 0 |
| Top-area cell type share of the netlist area | between 40 and 50% |
| Number of flip-flops and latches | 0 |
| DRC violations left | 0 |
| Antenna-violating nets left | 0 |
| Antenna violations before repair | 0 |
| Part of the cycle the worst path needs | 116% |
| Number of rows created at floorplan | 21 |
| Ranking of synthesized cells by instance count | sky130_fd_sc_hd__buf_4, sky130_fd_sc_hd__ha_1, sky130_fd_sc_hd__inv_1 |
| Count of warnings emitted by yosys | 1 |
| Final wirelength | ~1100 um |
| Area growth, synth to finish | 111% |
| Setup TNS | -0.735 ns |
| # setup viols final | 7 |
| Wirelength per Cell | slightly below 9 um |
| Hold/Removal Path Class | in -> out |
| Starting DRC count in detailed routing | 6 |
| Post-layout minimum cycle time | ~1.2 ns |
| Library cell occupying the most area in the post-synthesis netlist | sky130_fd_sc_hd__buf_4 |
| Power density relative to cell area | a little over 300 nW/um^2 |
| Floorplan-stage core utilization | roughly a tenth |
| Maximum clock rate | between 800 and 900 MHz |
| Maximum single-stage delay on the critical path | between 0.15 and 0.2 ns |
| Hold path cells | 4 |
| Proportion of total power due to net switching | 36.4% |
| Worst-path cell chain | buf_8, buf_6, buf_12, ha_4, and2b_2, buf_2 |
| Count of clock buffers in the final design | 0 |
| Final design utilization | 20.7% |
| Diode insertion count for antenna repair | 0 |
| RSZ-0062 raised after global routing | yes |
| Number of hold violations in the final report | 0 |
| Failing checks | setup timing |
| Total leakage power | between 0.3 and 0.4 nW |
| Clock Power Share | 0% |
| Weighted congestion reported at the end of routability-driven placement | about 0.73 |
| Count of mapped cells out of synthesis | 45 |
| Die extent in x | 80 um |
| Count of buffers inserted at the top-level ports | 18 |
| Wire length of the first global-routing pass | 1550 um |
| Largest net degree at the start of global routing | 6 |
| Cell-internal power | between 100 and 150 uW |
| Total Routing Usage GR | between 2 and 3% |
| Reg power frac | 0% |
| Capture endpoint of the worst hold path | instruction[12] |
| Number of pins with negative max-slew slack in the final report | 0 |
| Die Height | 80 um |
| Crit path DRT | roughly 0.8 ns |
| Largest delay share family, worst path | buffers and inverters |
| Core region area | approximately 3400 sq um |
| Maximum VDD drop | 0.0528 mV |
| Number of distinct library cells after synthesis | 13 |
| Final global-route overflow total | 0 |
| Run status | finished with violations |
| Leading post-synthesis cells by cell area | sky130_fd_sc_hd__buf_4, sky130_fd_sc_hd__ha_1, sky130_fd_sc_hd__mux2i_1 |
| Die footprint | 6400 sq um |
| Vias in the first global route | 332 |
| Fin worst setup slack | -0.164 ns |
placed cells by master, fill, tap and decap left out, types with 2 or more instances in the layout:
master                          count
sky130_fd_sc_hd__clkbuf_2           2
sky130_fd_sc_hd__conb_1            17
sky130_fd_sc_hd__mux2i_1            2
sky130_fd_sc_hd__ha_4               6
sky130_fd_sc_hd__nor2_2             2
sky130_fd_sc_hd__and2b_2            2
sky130_fd_sc_hd__and2_4             2
sky130_fd_sc_hd__buf_6              6
sky130_fd_sc_hd__buf_8              3
sky130_fd_sc_hd__buf_2              9
sky130_fd_sc_hd__buf_4              6
sky130_fd_sc_hd__inv_1              2
sky130_fd_sc_hd__dlygate4sd2_1      3
sky130_fd_sc_hd__buf_12             3
worst max path at each step:
stage | depth (start not counted) | end | startpoint | slack (ns)
CTS | 6 | instruction[20] | address[0] | -0.16
global route | 6 | instruction[30] | address[0] | -0.19
finish | 6 | instruction[30] | address[0] | -0.16
logic make-up (layout without fill, tap and decap cells):
logic type	Yosys count	in the layout	share of synthesized area, %
AOI/OAI and AO/OA	2	2	3.74
adders and majority gates	6	6	22.5
buffers and inverters	24	37	49.4
muxes	2	2	5.99
other	2	17	2.25
and+or+nand+nor	9	9	16.1
repair_timing:
item,4_1_cts,5_1_grt
pin swaps,8,2
buffers inserted,6,2
setup endpoints to repair,15,12
gates resized,93,8
per-layer routing:
layer / vias up / wire length (um) / GRT usage [%]
li1: 154 / - / -
met1: 136 / 493 / 3.69
met2: 22 / 461 / 4.74
met3: 0 / 102 / 0.795
met4: 0 / 0 / 0
met5: - / 0 / 0
power by group through the flow:
stage / registers, mW / logic, mW / clock network, mW
6_report: 0 / 0.218 / 0
5_1_grt: 0 / 0.242 / 0
4_1_cts: 0 / 0.209 / 0
area by class of cell:
| cell class | instances | area (sq um) | area share (%) |
|---|---|---|---|
| multi-input combinational | 36 | 318 | 45.0 |
| timing repair buffer | 32 | 299 | 42.4 |
| tap | 46 | 57.6 | 8.16 |
| inverter | 5 | 31.3 | 4.43 |
stage by stage:
step	total power [mW]	area (sq um)	setup WS [ns]	std cells	hold slack, ns
after floorplan	0.0903	390	0.121	60	0.421
after global placement	0.160	527	-0.899	111	1.48
after detailed placement	0.159	527	-0.920	111	1.48
after CTS	0.209	678	-0.165	117	0.638
after global routing	0.242	706	-0.190	119	0.720
final	0.218	706	-0.164	119	0.698
Power and IR drop assume default switching activity.
