===== ./config.mk =====
export PLATFORM = sky130hd
export DESIGN_NAME = register
export DESIGN_NICKNAME = register
export VERILOG_FILES = /design/flow/design.v
export SDC_FILE = /design/flow/constraint.sdc
export NUM_CORES = 4
export LEC_CHECK = 1
export CORE_UTILIZATION = 40

===== ./design.v =====
module register #(parameter N=32)
(input [4:0]readreg1,input [4:0]readreg2,input [N-1:0]data,input clk,input [4:0]writereg,input rw,output [N-1:0]regdata1,output [N-1:0]regdata2);
reg [N-1:0] r[N-1:0];
initial begin
r[0]<=32'b0;  
r[1]<=32'b1;
r[2]<=32'b1;
r[3]<=32'b1;
r[4]<=32'b1;
r[5]<=32'b1;
r[6]<=32'b1;
r[7]<=32'b1;
r[8]<=32'b1;
r[9]<=32'b1;
r[10]<=32'b1;
r[11]<=32'b1;
r[12]<=32'b1;
r[13]<=32'b1;
r[14]<=32'b1;
r[15]<=32'b1;
r[16]<=32'b1;
r[17]<=32'b1;
r[18]<=32'b1;
r[19]<=32'b1;
r[20]<=32'b1;
r[21]<=32'b1;
r[22]<=32'b1;
r[23]<=32'b1;
r[24]<=32'b1;
r[25]<=32'b1;
r[26]<=32'b1;
r[27]<=32'b1;
r[28]<=32'b1;
r[29]<=32'b1;
r[30]<=32'b1;
r[31]<=32'b1;
end
always@(*)begin
if(rw==1'b1)
   r[writereg]<=data;
end
assign regdata1=r[readreg1];
assign regdata2=r[readreg2];
endmodule

===== ./constraint.sdc =====
current_design register

set clk_period 7.3
set clk_io_pct 0.2

create_clock -name clk0 -period $clk_period

set non_clock_inputs [all_inputs -no_clocks]
set_input_delay [expr $clk_period * $clk_io_pct] -clock clk0 $non_clock_inputs
set_output_delay [expr $clk_period * $clk_io_pct] -clock clk0 [all_outputs]

===== ./run.sh =====
#!/bin/bash
# OpenROAD 26Q1-2900-gdf79404cd8, Yosys 0.63+post, stock flow scripts
make -C /OpenROAD-flow-scripts/flow DESIGN_CONFIG=/design/flow/config.mk WORK_HOME=/design/flow/orfs finish

==> flow_summary.ini <==
; implementation run metrics
[floorplanning]
fp_util_pct = 40.6
die_height_um = 272
pin_count = 113
die_area_mm2 = 0.0740
num_rows = 98
fp.dieW_um = 272
coreArea_mm2 = 0.0719

[yosys]
avgSynthCellArea_um2 = 9.29
netlist_area_mm2 = 0.0292
ys_cells = 3139
yosys.cell_types.count = 65
edf_count = 0
synth_flops = 1024
syn_inst = 3139
synthArstFlopShare_pct = 0
ff_type = dlxtn_1
yosys_area_mm2 = 0.0292
synth_warnings = 2

[worst_setup_path]
endpoint_kind = output port
critPathLaunchType = input port
critPathRequiredTime_ps = 5840
cp_data_arrival_time_ps = 5360
worstPathMaxFanout = 33
critical_path_class = input port to output port

[drt]
wl_per_cell_um = 48.6
vias = 33700
viasPerCell = 7.88
wl_um = 208000
drt_iter0_drc = 5481
drc = 0
drtPass1Iterations = 10
ant_nets = 0

[timing]
fin_crit_sh_pct = 93.5
finalSetupTns_ps = 0
setup_viol = 0
setup_ws_ps = 478
hold_viol_final = 0
tightest_slew_ps = 1180
fmax_ghz = 0.147
finalCriticalPeriod_ps = 6820
grt_setup_unrepaired = no
slew_viol_final = 0
slew_headroom_pct = 21.1
untimed_endpoints = 1024
unclocked_pins = 1024

[run_status]
outcome = complete, no violations

[placed_design]
placed_cells = 4244
portBuffers = 112
place_ws_ps = 881
dp_hpwl_um = 129000
place_congestion = 1.14

[final_layout]
top_register = r
largest_reg_flops = 1024
syn2layout_area_growth_pct = 13.3
post-route-util_pct = 46.0
reg.largest.list = r x1024
layout-drive-gt1-share_pct = 12.1
stdcell_count = 4276

[cts]
cts_hold_buf = 0
post_cts_buffers = 0
cts_resized = 0

[global_routing]
grt_pass1_vias = 32500
overflow = 0
grt_usage_pct = 57.3
antenna_found_initial = 29
grt_max_degree = 34
grt_pass1_wl_um = 275000

[power]
p_leak_nw = 14.1
power_density_mw_per_mm2 = 49.3
p_switching_w = 0.000859
p_int_w = 0.000771
ir_drop_v = 0.0000391
switching_share_pct = 52.7

[job]
warnings = 33
cap_violations = 0

[hold_path]
hold_path_end = regdata2[29]
worstHoldStart = readreg2[0]
min_path_type = input port to output port
hold_depth = 5
==> cells by family after synthesis <==
group           Yosys count  share of synthesized area, %
compound gates         1070                          27.8
latches                1024                          52.8
simple gates            737                          12.9
buf+inv                 230                          3.81
mux                      78                          2.83
==> through the flow <==
stage	total power [W]	instance area, µm²	hold slack, ps
2_1_floorplan	0.000894	29200	3370
3_3_place_gp	0.00154	33000	3980
3_5_place_dp	0.00154	33000	3970
4_1_cts	0.00155	33000	3990
5_1_grt	0.00165	33000	4090
6_report	0.00163	33000	4060
==> layer usage <==
metal	up-vias	GRT usage, %	part of all wire [%]	wire (µm)
li1	12500	-	-	-
met1	15800	63.7	32	66600
met2	3921	72.4	37	77800
met3	1463	43.2	20	40600
met4	48	44.1	11	21900
met5	-	6.10	0.37	772
==> layout by cell type, fill, tap and decap left out, types with 11 or more instances in the layout <==
master,Yosys,layout
dlxtn_1,1024,1024
a22oi_1,670,670
buf_4,15,252
nand2_1,193,163
nand4_1,108,108
nor2_1,140,106
clkdlybuf4s50_1,0,102
a22o_1,73,73
a21oi_1,70,70
nor3_1,66,65
mux2i_1,60,60
a221oi_1,58,58
nor2_4,6,55
nand3_1,49,48
diode_2,0,32
nand2_2,1,31
o21ai_0,29,29
and3_1,25,25
a31oi_1,24,24
a222oi_1,23,23
nor2b_1,23,22
nand2b_1,19,19
mux2_2,16,16
o22a_1,16,16
nor4_1,16,16
buf_12,0,16
a32oi_1,15,15
a2111oi_0,15,15
and2_1,11,11
==> cells in the mapped netlist, drive strengths merged, types with 16 or more instances <==
cell type | number | area share (%)
nor3 | 66 | 1.1
nand2b | 19 | 0.41
buf | 167 | 3.0
nor2 | 171 | 2.6
a21oi | 70 | 1.2
and3 | 25 | 0.54
nand2 | 194 | 2.5
nor2b | 23 | 0.49
o22a | 16 | 0.48
mux2 | 16 | 0.62
dlxtn | 1024 | 53
a222oi | 23 | 0.79
a221oi | 58 | 1.7
nand4 | 108 | 2.3
o21ai | 29 | 0.50
clkbuf | 57 | 0.73
a22o | 73 | 2.2
a31oi | 24 | 0.51
nor4 | 16 | 0.34
a22oi | 670 | 17
nand3 | 49 | 0.84
mux2i | 60 | 2.1
==> worst max path at each step <==
stage / cells past startpoint / from / to
after CTS: 9 / readreg1[1] / regdata1[27]
after global routing: 9 / readreg1[1] / regdata1[27]
final: 9 / readreg1[1] / regdata1[27]
==> layout make-up <==
| cell class | count | area (µm²) |
|---|---|---|
| Antenna cell | 32 | 80.1 |
| Fill cell | 6804 | 38800 |
| Sequential cell | 1024 | 15400 |
| Inverter | 6 | 22.5 |
| Multi-Input combinational cell | 1885 | 13100 |
| Tap cell | 950 | 1190 |
| Timing Repair Buffer | 379 | 3280 |
==> critical path, cell delays in order <==
cell and delay (ps):
buf_2 440, buf_4 550, nand3b_2 350, nor2_4 890, a22o_1 270, a221oi_1 40
and3_1 240, a31oi_1 490, clkdlybuf4s50_1 580
No activity file was given, so power comes from the tool's default toggle rates.
