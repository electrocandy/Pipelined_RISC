==> flow/design.v <==
module data_memory #(parameter N=32,parameter M=256)
(input [N-1:0]address,input [N-1:0]data_input,input clk,input memread,input memwrite,output [N-1:0]data);
reg [N-1:0] mem[M-1:0];
reg [N-1:0] databuf=0;
integer i;
initial begin
for(i=0;i<M;i=i+1)
   mem[i]=32'b1;
end
always@(posedge clk) begin
if(memwrite)  
  mem[address]=data_input;
end
always@(*) begin
if(memread)   
  databuf=mem[address];
end
assign data=databuf;
endmodule
==> flow/run.sh <==
#!/bin/bash
# OpenROAD 26Q1-2900-gdf79404cd8, Yosys 0.63+post, stock flow scripts
make -C /OpenROAD-flow-scripts/flow DESIGN_CONFIG=/design/flow/config.mk WORK_HOME=/design/flow/orfs finish
==> flow/config.mk <==
export PLATFORM = sky130hd
export DESIGN_NAME = data_memory
export DESIGN_NICKNAME = data_memory
export VERILOG_FILES = /design/flow/design.v
export SDC_FILE = /design/flow/constraint.sdc
export NUM_CORES = 4
export LEC_CHECK = 1
export CORE_UTILIZATION = 50
export SYNTH_MEMORY_MAX_BITS = 65536
==> flow/constraint.sdc <==
current_design data_memory

set clk_period 50.0
set clk_io_pct 0.2

create_clock -name clk0 -period $clk_period [get_ports {clk}]

set non_clock_inputs [all_inputs -no_clocks]
set_input_delay [expr $clk_period * $clk_io_pct] -clock clk0 $non_clock_inputs
set_output_delay [expr $clk_period * $clk_io_pct] -clock clk0 [all_outputs]
==> out/summary.rpt <==
================================================================================
Cell chain of the critical path ................................... clkdlybuf4s50_1, nor2b_4, buf_12, buf_4, nand3_2, buf_4, nor2_4, buf_4
Final wirelength ..................................................   862,400 µm
Setup Total Neg Slack .............................................         0 ns
Overall chip area .................................................  620,800 µm²
Unique cell type count in the Yosys netlist .......................           22
Largest incremental delay on the critical path ....................      0.83 ns
Quantity of gates resized following cts ...........................            0
Maximum number of pins on one net before global-route repair ......          113
CP top delay family ............................................... buffers and inverters
Endpoints left unconstrained ......................................           64
Ratio of cells with drive above 1 in the final layout .............       0.3035
Synthesized instance count ........................................       13,090
Number of ports placed on the die boundary ........................           99
Depth of the worst hold-timing path ...............................            1
Die outline height ................................................     787.9 µm
Setup violations, final ...........................................            0
Tally of max-capacitance violations ...............................            0
Number of enable flip-flop cells ..................................        8,192
Total gr overflow .................................................            0
Yosys warns .......................................................            1
Count of H-tree levels built during CTS ...........................            6
Count of unclocked register or latch pins .........................           32
TritonCTS clock tree ..............................................         done
Buffers inserted during post-CTS setup optimization ...............            0
Count of standard-cell rows .......................................          288
Effective utilization at floorplan ................................       0.5021
Buffer depth of the longest clock path ............................            4
Wire length of the first global-routing pass ...................... 1,213,000 µm
Average wire per cell in the routed design ........................     37.72 µm
Vias after detailed routing .......................................      145,600
Detail Route Antenna Nets .........................................            0
Result of the run .................................................    completed
Data arrival time at the worst-slack endpoint .....................     15.29 ns
Upper clock frequency limit .......................................    69.19 MHz
Last weighted congestion value of the routability-driven placer ...        1.052
Final count of hold timing violations .............................            0
Unrepaired setup endpoints after global routing ...................        false
Min Clock Period, post-route ......................................     14.45 ns
Worst-margin pin slew .............................................     1.309 ns
Cell at the slowest stage of the critical path .................... sky130_fd_sc_hd__nor2b_4
IR drop worst, VDD ................................................ 0.00004146 V
Syn-to-layout area delta ..........................................       14.02%
Final Worst Setup Slack ...........................................     35.55 ns
Number of buffers inserted during clock tree synthesis ............          809
Dominant register cell in the synthesized netlist ................. sky130_fd_sc_hd__edfxtp_1
Summed standard-cell area reported by yosys .......................  308,800 µm²
Antenna violations before repair ..................................           39
Commonest Layout Cell ................................................... sky130_fd_sc_hd__edfxtp_1
Worst slack after detailed placement ..............................     34.49 ns
Total power per unit cell area .................................... 40.58 nW/µm²
Via count normalized by instance count ............................        6.371
Total tool warning count ..........................................           66
Overall die width .................................................     787.9 µm
Clock slew at reported path FFs ...................................      0.06 ns
Most common logic cells in the final layout ....................... 8,192 x sky130_fd_sc_hd__edfxtp_1, 2,048 x sky130_fd_sc_hd__mux4_2, 1,024 x sky130_fd_sc_hd__a22oi_1
I/O Buffers .......................................................           74
Type of the worst min-delay path ..................................    in -> reg
Power after layout ................................................     14.29 mW
Worst Hold Launch ................................................. data_input[0]
Gr usage total ....................................................       0.3185
Iteration-0 DRC count of the detailed router ......................       10,620
Synth flops .......................................................        8,224
Core footprint ....................................................  615,100 µm²
Synthesized area divided by synthesized cell count ................    23.60 µm²
Cell leakage power ................................................     107.8 nW
Share of async-settable or async-resettable flops after synthesis .            0
Vias in the first global route ....................................      163,400
Max_slew headroom .................................................       0.1274
Post-route clock period utilization ...............................       0.2890
Number of filler cells placed in the layout .......................       42,280
Cell area after synthesis .........................................  308,800 µm²
Critical Path Most Common Cell .................................... sky130_fd_sc_hd__buf_4
Critical Path End Type ............................................         flop
TritonRoute pass-1 iters ..........................................            6
# Cells Yosys .....................................................       13,090
Data required, critical path ......................................     50.84 ns
Post-cts hold-fix buffer tally ....................................            0
CP Buf/Inv Count ..................................................            5
Slew Limit Fails ..................................................            0
Max Fanout on Critical Path .......................................           82
Worst Hold Endpoint ...............................................  mem[225][0]
HPWL after DPL ....................................................   510,000 µm
Kind of launch point of the worst setup path ......................   input port
Post-detailed-route DRC marker count ..............................            0
Class of the most critical setup path .............................    in -> reg
Root buf cell ..................................................... sky130_fd_sc_hd__clkbuf_16
================================================================================
[how the worst max path moves through the flow]
stage	start	end	slack (ns)	depth (start not counted)
global route	address[2]	mem[214][23]	35.54	8
finish	address[2]	mem[214][13]	35.55	8
CTS	address[2]	mem[214][14]	35.72	8
[sequential cells by signal, indices dropped and copies added (netlist names)]
signal	cells
mem	8192
databuf	32
[where the power goes]
part	switching [mW]	leakage [nW]	internal (mW)
clock	2.56	12.9	3.44
sequential	0.0130	73.9	7.57
combinational	0.482	21.1	0.220
total	3.06	108	11.2
[per-stage QoR]
stage / hold WS [ns] / cells / cell area (µm²) / utilization
4_1_cts: 9.121 / 22790 / 351900 / 0.5722
5_1_grt: 9.166 / 22850 / 352100 / 0.5724
2_1_floorplan: 10.10 / 13090 / 308800 / -
3_3_place_gp: 10.38 / 21300 / 325700 / 0.5294
6_report: 9.197 / 22860 / 352100 / 0.5725
3_5_place_dp: 10.38 / 21300 / 325700 / 0.5294
[cells in the mapped netlist, types with 4 or more instances]
cell,n,area [µm²]
sky130_fd_sc_hd__nand2b_1,6,37.54
sky130_fd_sc_hd__buf_1,64,240.2
sky130_fd_sc_hd__mux4_2,2048,46120
sky130_fd_sc_hd__buf_2,209,1046
sky130_fd_sc_hd__nand3_1,13,65.06
sky130_fd_sc_hd__nor3_1,30,150.1
sky130_fd_sc_hd__edfxtp_1,8192,246000
sky130_fd_sc_hd__buf_4,21,157.7
sky130_fd_sc_hd__nand4_1,32,200.2
sky130_fd_sc_hd__dlxtp_1,32,480.5
sky130_fd_sc_hd__nor2_1,232,870.8
sky130_fd_sc_hd__nor2b_1,7,43.79
sky130_fd_sc_hd__o41ai_1,128,1121
sky130_fd_sc_hd__clkbuf_1,498,1869
sky130_fd_sc_hd__a21oi_1,512,2562
sky130_fd_sc_hd__nand2_1,28,105.1
sky130_fd_sc_hd__a22oi_1,1024,7687
sky130_fd_sc_hd__buf_6,4,45.04
[cell type report]
cell class / count / area, µm² / area share
Sequential cell: 8224 / 246500 / 0.6999
Clock buffer: 966 / 20980 / 0.05959
Multi-Input combinational cell: 4066 / 61820 / 0.1755
Tap cell: 8120 / 10160 / 0.02885
Clock inverter: 524 / 5305 / 0.01507
Antenna cell: 76 / 190.2 / 0.0005401
Inverter: 1 / 3.754 / 0.00001066
Timing Repair Buffer: 885 / 7207 / 0.02047
[cells by family after synthesis]
kind of cell	count (synthesis)	share of synthesized area
flops	8192	0.7965
mux	2048	0.1493
compound gates	1664	0.03682
buf+inv	797	0.01089
simple gates	354	0.004890
latches	32	0.001556
[layer usage]
metal,track usage,share of wire,up-vias
li1,-,-,58880
met1,0.3700,0.28,73970
met2,0.4235,0.45,11140
met3,0.2929,0.21,1537
met4,0.1137,0.051,112
met5,0.09353,0.0080,-
Power is estimated from default activity; no workload was simulated.
